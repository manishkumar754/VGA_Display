==> flow/design.v <==
`timescale 1ns / 1ps
module vga_sync(
     input wire clk,
     input wire reset,
     output wire hsync,
     output wire vsync,
     output wire videoon,
     output wire [9:0] x,
     output wire [9:0] y
    );
     localparam hdisplay = 640;
     localparam hlborder = 48;
     localparam hrborder = 16;
     localparam hretrace = 96;
     localparam hmax = hdisplay + hlborder + hrborder + hretrace - 1;
     localparam starthretrace = hdisplay + hrborder;
     localparam endhretrace = starthretrace + hretrace - 1;
     localparam vdisplay = 480;
     localparam vtborder = 10;
     localparam vbborder = 33;
     localparam vretrace = 2;
     localparam vmax = vdisplay + vtborder + vbborder + vretrace - 1;
     localparam startvretrace = vdisplay + vbborder;
     localparam endvretrace = startvretrace + vretrace - 1;
     reg [9:0] hcountreg, vcountreg;
     reg vsyncreg, hsyncreg;
     wire hsyncnext, vsyncnext;
     reg [9:0] hcountnext, vcountnext;
     always @(posedge clk or posedge reset) begin
        if (reset) begin
            hcountreg <= 0;
            vcountreg <= 0;
            hsyncreg <= 0;
            vsyncreg <= 0;
         end 
         else begin
            hcountreg <= hcountnext;
            vcountreg <= vcountnext;
            hsyncreg <= hsyncnext;
            vsyncreg <= vsyncnext;
          end
      end
     always @(*) begin
         hcountnext = (hcountreg == hmax) ? 0 : hcountreg + 1;
         vcountnext = (hcountreg == hmax) ? 
((vcountreg == vmax) ? 0 : vcountreg + 1) : 
vcountreg;
     end
    assign hsyncnext = (hcountreg >= starthretrace) && (hcountreg <= endhretrace);
    assign vsyncnext = (vcountreg >= startvretrace) && (vcountreg <= endvretrace);
     assign videoon = (hcountreg < hdisplay) && (vcountreg < vdisplay);
     assign hsync = ~hsyncreg;
     assign vsync = ~vsyncreg;
     assign x = hcountreg;
     assign y = vcountreg;
endmodule
==> flow/run.sh <==
#!/bin/bash
# OpenROAD 26Q1-2900-gdf79404cd8, Yosys 0.63+post, stock flow scripts
make -C /OpenROAD-flow-scripts/flow DESIGN_CONFIG=/design/flow/config.mk WORK_HOME=/design/flow/orfs finish
==> flow/config.mk <==
export PLATFORM = sky130hd
export DESIGN_NAME = vga_sync
export DESIGN_NICKNAME = vga_sync
export VERILOG_FILES = /design/flow/design.v
export SDC_FILE = /design/flow/constraint.sdc
export NUM_CORES = 4
export LEC_CHECK = 1
export CORE_AREA = 10 10 89 89
export DIE_AREA = 0 0 99 99
==> flow/constraint.sdc <==
current_design vga_sync

set clk_period 4.5
set clk_io_pct 0.2

create_clock -name clk0 -period $clk_period [get_ports {clk}]

set non_clock_inputs [all_inputs -no_clocks]
set_input_delay [expr $clk_period * $clk_io_pct] -clock clk0 $non_clock_inputs
set_output_delay [expr $clk_period * $clk_io_pct] -clock clk0 [all_outputs]
==> results.toml <==
# yosys + openroad results
[status]
status = "finished clean"

[drt]
num_vias = 944
vias_per_cell = 4.29
drcViolationCount = 0
drt-wirelength-per-cell_um = 12.7
drtIter0Drc = 97
ant_nets = 0
firstDrtPassIters = 4
routed_wl_um = 2800
antennaDiodeCount = 0

[clock_tree]
clk_latency_ns = 0.26
cts_tree = "built"
clock-root-buffer = "clkbuf_8"
post_cts_resized = 0
clock_tree.buffer_depth = 2
clk_pin_slew_worst_paths_ns = 0.08
cts_buffers = 3
clock-sinks = 22
post_cts_buffers = 0
cts_hold_buf = 0
cts_max_level = 1

[global_route]
grt_pass1_vias = 951
overflow = 0
grt_usage_pct = 5.66
busiest_layer = "met2"
grt.met2_usage_pct = 8.97
grtUsageMet3_pct = 1.62
grt_max_degree = 23
grt_use_met1_pct = 7.65
antenna_found_initial = 0
grt_pass1_wl_um = 4690

[timing]
relSlewSlack_pct = 58.4
tightest_slew_ns = 0.623
finalSetupViolations = 0
finalCriticalPeriod_ns = 2.47
finalClockSkew_ns = 0.00390
fin_tns_setup_ns = 0
max_freq_ghz = 0.405
maxSlewViolCount = 0
rsz0062_at_grt = "false"
min_period_over_period_pct = 54.8
hold_viol = 0

[power_and_ir_drop]
finalPower_w = 0.000325
irDropWorstVdd_mv = 0.0803
leakagePower_nw = 0.699
power_density_nw_per_um2 = 208

[layout]
drive_gt1_share_pct = 7.59
area_growth_pct = 28.2
filler_cell_count = 631

[critical_path]
worst_setup_path_start_kind = "flop"
crit_type = "reg2out"
timing.rr.end = "vcountreg[8]$_DFFE_PP0N_"
path_buffers = 1
crit-reg2reg-launch = "hcountreg[0]$_DFF_PP0_"
cp_cell_sequence = "o21ai_0 > nand2_1 > nor2_1 > clkdlybuf4s50_1"
cp_top_family = "flip-flops"
cp_num_cells = 4
crit_path_end_kind = "output port"
cp_max_fo = 10
crit_start = "hcountreg[8]$_DFF_PP0_"
cp_slowest_cell = "dfrtp_1"
worstPathArrival_ns = 1.57
max_stage_delay_ns = 0.48
worst_r2r_path_depth = 5
rrSetupSlack_ns = 2.36
crit_end = "videoon"
crit_required_ns = 3.60

[hold_path]
hp-start = "hcountreg[0]$_DFF_PP0_"
min_path_type = "reg2reg"

[placed_design]
gp_congestion = 0.802
io_buffers = 24
place_hpwl_um = 2060

[yosys]
ys_area_sq_um = 1220
syn_inst = 121
syn_area_per_cell_sq_um = 10.1
yosysCellCount = 121
yosysSeqAreaShare_pct = 45.1
ys_types = 38
synth-seq-cells = 22
synthArstFlopShare_pct = 100
edf_count = 0
yosysWarningCount = 1
ys.flop_type = "dfrtp_1"
syn_area_sq_um = 1220

[floorplanning]
fp.coreArea_sq_um = 5990
num_io_pins = 25
initCoreUtil_pct = 20.4
die-height_um = 99
rows = 28
die_w_um = 99
die_area_sq_um = 9800

[flow_run]
cap_violations = 0
openroad.warnings = 31
[area by class of cell]
class                      instances  area (sq um)  share of cell area, %
timing repair buffer              25           248                   15.8
tap                               75          93.8                   6.00
sequential                        22           551                   35.2
inverter                          10          37.5                   2.40
clock buffer                       3          41.3                   2.64
multi-input combinational         85           594                   38.0
[cell usage after synthesis, types with 2 or more instances]
master,n,area [sq um]
xor2_1,5,43.8
o21ai_0,8,40.0
dfrtp_1,22,551
nand3_1,8,40.0
inv_1,10,37.5
nor3_1,2,10.0
and4_1,2,17.5
nand4_1,2,12.5
xnor2_1,5,43.8
a31oi_1,4,25.0
nor2_1,7,26.3
a21oi_1,2,10.0
ha_1,7,87.6
and3_1,6,37.5
nand2_1,8,30.0
[worst min path at each step]
stage     slack [ns]                     end  depth (start not counted)
5_1_grt         0.56  hcountreg[0]$_DFF_PP0_                          1
4_1_cts         0.52  hcountreg[0]$_DFF_PP0_                          1
6_report        0.53  hcountreg[0]$_DFF_PP0_                          1
[layer usage]
metal  up-vias  routed length, um
met5         -                  0
met2        13               1240
met4         0                 17
li1        479                  -
met1       450               1410
met3         2                138
[cells by family after synthesis]
group	after synthesis	share of synthesized area, %
AND-OR/OR-AND	20	9.73
XOR/XNOR	10	7.17
adder cells (fa/ha/maj)	7	7.17
buffers and inverters	14	6.25
flip-flops	22	45.1
AND/OR/NAND/NOR	48	24.6
[cells in the final DEF (no fill, tap or decap), types with 2 or more instances in the layout]
cell and count:
xor2_1 5, nor3_1 2, a21oi_1 2, xnor2_1 5
clkbuf_8 3, and3_1 6, and4_1 2, clkdlybuf4s50_1 24
dfrtp_1 22, inv_1 10, nand3_1 8, nand4_1 2
a31oi_1 4, nor2_1 7, nand2_1 8, ha_1 7
o21ai_0 8
[where the power goes]
part,switching (W),internal [W]
Clock,0.0000623,0.0000597
Combinational,0.00000401,0.00000139
Sequential,0,0.000197
[sequential cells by signal, summed over array words and instances (netlist names)]
name       cells
hcountreg     10
hsyncreg       1
vcountreg     10
vsyncreg       1
[through the flow]
stage	cells	cell area [sq um]	setup WS, ns	hold WS [ns]	util [%]
after floorplan	121	1220	2.87	0.448	-
after global placement	217	1520	2.28	0.506	25.4
after detailed placement	217	1520	2.30	0.507	25.4
after CTS	220	1570	2.01	0.522	26.1
after global routing	220	1570	1.88	0.557	26.1
final	220	1570	2.03	0.528	26.1
No activity file was given, so power comes from the tool's default toggle rates.
